==> flow/design.v <==
module comp_endereco(
input [7:0] A,          
output reg [7:0] A_01,  
output reg [7:0] A_F    
);
integer i;
always_comb begin
    for (i = 0; i < 8; i = i + 1) begin
        if (A[i] === 1'bz) begin
            A_01[i] = 1'bx;  
            A_F[i]  = 1'b1;  
        end else begin
            A_01[i] = A[i];  
            A_F[i]  = 1'b0;  
        end
    end
end
endmodule
`timescale 1ns/1ps
module counter_127 #(
    parameter val_max = 127,     
    parameter required_bits = $clog2(val_max + 1)  
) (
    input logic clk,                         
    input logic rst,                         
    input logic start,
    input logic error_flag,
    output logic [required_bits-1:0] count,  
    output logic fim                         
);
    logic [required_bits-1:0] contagem_ff;
    always_ff @(posedge clk or posedge rst) begin
        if (rst) begin
            contagem_ff <= 0;   
        end else begin
            if (contagem_ff == val_max) begin
                contagem_ff <= 0;   
            end else begin
                if (start)
                contagem_ff <= contagem_ff + 1;   
            end
            if (error_flag) contagem_ff <= 0;
        end
    end
    assign fim = (contagem_ff == val_max);   
    assign count = contagem_ff;   
endmodule
`timescale 1ns/1ps
module counter_31 #(
    parameter val_max = 31,     
    parameter required_bits = $clog2(val_max + 1)  
) (
    input logic clk,                         
    input logic rst,                         
    input logic start,
    input logic error_flag,
    output logic [required_bits-1:0] count,  
    output logic fim                         
);
    logic [required_bits-1:0] contagem_ff;
    always_ff @(posedge clk or posedge rst) begin
        if (rst) begin
            contagem_ff <= 0;   
        end else begin
            if (contagem_ff == val_max) begin
                contagem_ff <= 0;   
            end else begin
                if (start)
                contagem_ff <= contagem_ff + 1;   
            end
            if (error_flag) contagem_ff <= 0;
        end
    end
    assign fim = (contagem_ff == val_max);   
    assign count = contagem_ff;   
endmodule
`timescale 1ns/1ps
module decodificador_pt2272 (
    input clk,       
    input reset,     
    input [7:0] A,   
    input cod_i,     
    output [3:0] D,  
    output dv        
);
wire clk_12kHz;
wire dec_start_count, dec_fim_count;
wire [4:0] dec_count;
wire dec_start_sync, dec_fim_sync;
wire [6:0] dec_count_sync;
wire [7:0] A_01, A_F;
wire error_flag;
freq_div clk12kHz (
    .clk_in(clk), 
    .rst(reset), 
    .clk_out(clk_12kHz)
);
counter_31 dec_31_counter (
    .clk(clk_12kHz), 
    .rst(reset), 
    .error_flag(error_flag),
    .start(dec_start_count), 
    .count(dec_count), 
    .fim(dec_fim_count)
);
counter_127 dec_127_counter (
    .clk(clk_12kHz), 
    .rst(reset), 
    .error_flag(error_flag),
    .start(dec_start_sync), 
    .count(dec_count_sync), 
    .fim(dec_fim_sync)
);
comp_endereco analog (
    .A(A), 
    .A_01(A_01), 
    .A_F(A_F)
);
fsm_dec fsm_dec (
    .clk_12kHz(clk_12kHz), 
    .rst(reset), 
    .A_01(A_01), 
    .A_F(A_F),
    .dado_in_serial(cod_i), 
    .dado_out_parallel(D), 
    .dec_count(dec_count),
    .dec_fim_count(dec_fim_count), 
    .dec_count_sync(dec_count_sync),
    .dec_fim_sync(dec_fim_sync), 
    .dv(dv), 
    .error_flag(error_flag),
    .dec_start_count(dec_start_count), 
    .dec_start_sync(dec_start_sync)
);
endmodule
`timescale 1ns/1ps
module freq_div #(
    parameter div_factor = 250       
) (
    input logic clk_in,              
    input logic rst,                 
    output logic clk_out             
);
    localparam int required_bits = $clog2(div_factor/2);
    logic [required_bits-1:0] counter;
    always_ff @(posedge clk_in or posedge rst) begin     
        if (rst) begin
            counter <= 0;                                
            clk_out <= 0;                                
        end else begin
            if (counter == (div_factor/2 - 1)) begin     
                counter <= 0;                            
                clk_out <= ~clk_out;                     
            end else begin
                counter <= counter + 1;                  
            end
        end
    end
endmodule
`timescale 1ns/1ps
module fsm_dec (
    input logic clk_12kHz,       
    input logic rst,             
    input logic [7:0] A_01,      
    input logic [7:0] A_F,       
    input logic dado_in_serial,  
    input logic [4:0] dec_count,     
    input logic dec_fim_count,       
    input logic [6:0] dec_count_sync,  
    input logic dec_fim_sync,        
    output logic [3:0] dado_out_parallel,  
    output logic dv,                  
    output logic dec_start_count,     
    output logic dec_start_sync,      
    output logic error_flag           
);
logic [3:0] prox_etapa;  
logic [3:0] dado;        
logic [3:0] dado_ff;     
logic [7:0] a_01;        
logic [7:0] a_01_ff;     
logic [7:0] a_f;         
logic [7:0] a_f_ff;      
logic [7:0] check_a;     
typedef enum logic [3:0] {
  IDLE  = 4'd0, 
  A0    = 4'd1, 
  A1    = 4'd2, 
  A2    = 4'd3,
  A3    = 4'd4, 
  A4    = 4'd5, 
  A5    = 4'd6, 
  A6    = 4'd7, 
  A7    = 4'd8, 
  D3    = 4'd9, 
  D2    = 4'd10, 
  D1    = 4'd11, 
  D0    = 4'd12, 
  SYNC  = 4'd13
} state_t;
state_t etapa_atual_ff;  
logic dado_in_ff;        
logic dv_ff;             
logic p1, p2, p1_ff, p2_ff;  
logic error;             
logic dec_start_count_ff, dec_start_sync_ff;  
always_comb begin : maquina_estados
    prox_etapa = etapa_atual_ff;  
    dec_start_count_ff = 1;       
    dec_start_sync_ff = 0;        
    dv_ff = 0;                    
    error = 0;                    
    p1 = p1_ff;                   
    p2 = p2_ff;                   
    dado = dado_ff;               
    if (rst) begin
        prox_etapa = IDLE;        
    end else begin
        case (etapa_atual_ff)
        IDLE: begin
            dec_start_count_ff = 0;  
            if (dado_in_serial) prox_etapa = A0;
        end
        A0: begin
            if (dec_count == 5 && !dado_in_serial) begin
                p1 = 0;
            end else if (dec_count == 5 && dado_in_serial) begin
                p1 = 1;
            end
            if (dec_count == 20 && dado_in_serial)
                p2 = 1;
            else if (dec_count == 20 && !dado_in_serial) 
                p2 = 0;       
            if (dec_fim_count) begin
                if (A_F[0]) begin                    
                    if (!p1 && p2) prox_etapa = A1;  
                    else error = 1;
                end else begin
                    if (!p1 && !p2 && !A_01[0]) prox_etapa = A1;
                    else if (p1 && p2 && A_01[0]) prox_etapa = A1;
                    else error = 1;
                end
            end
        end
        A1: begin
            if (dec_count == 5 && !dado_in_serial) begin
                p1 = 0;
            end else if (dec_count == 5 && dado_in_serial) begin
                p1 = 1;
            end
            if (dec_count == 20 && dado_in_serial)
                p2 = 1;
            else if (dec_count == 20 && !dado_in_serial) 
                p2 = 0;        
            if (dec_fim_count) begin
                if (A_F[1]) begin
                    if (!p1 && p2) prox_etapa = A2;
                    else error = 1;
                end else begin
                    if (!p1 && !p2 && !A_01[1]) prox_etapa = A2;
                    else if (p1 && p2 && A_01[1]) prox_etapa = A2;
                    else error = 1;
                end
            end
        end
        A2: begin
            if (dec_count == 5 && !dado_in_serial) begin
                p1 = 0;
            end else if (dec_count == 5 && dado_in_serial) begin
                p1 = 1;
            end
            if (dec_count == 20 && dado_in_serial)
                p2 = 1;
            else if (dec_count == 20 && !dado_in_serial) 
                p2 = 0;        
            if (dec_fim_count) begin
                if (A_F[2]) begin
                    if (!p1 && p2) prox_etapa = A3;
                    else error = 1;
                end else begin
                    if (!p1 && !p2 && !A_01[2]) prox_etapa = A3;
                    else if (p1 && p2 && A_01[2]) prox_etapa = A3;
                    else error = 1;
                end
            end
        end
        A3: begin
            if (dec_count == 5 && !dado_in_serial) begin
                p1 = 0;
            end else if (dec_count == 5 && dado_in_serial) begin
                p1 = 1;
            end
            if (dec_count == 20 && dado_in_serial)
                p2 = 1;
            else if (dec_count == 20 && !dado_in_serial) 
                p2 = 0;        
            if (dec_fim_count) begin
                if (A_F[3]) begin
                    if (!p1 && p2) prox_etapa = A4;
                    else error = 1;
                end else begin
                    if (!p1 && !p2 && !A_01[3]) prox_etapa = A4;
                    else if (p1 && p2 && A_01[3]) prox_etapa = A4;
                    else error = 1;
                end
            end
        end
        A4: begin
            if (dec_count == 5 && !dado_in_serial) begin
                p1 = 0;
            end else if (dec_count == 5 && dado_in_serial) begin
                p1 = 1;
            end
            if (dec_count == 20 && dado_in_serial)
                p2 = 1;
            else if (dec_count == 20 && !dado_in_serial) 
                p2 = 0;        
            if (dec_fim_count) begin
                if (A_F[4]) begin
                    if (!p1 && p2) prox_etapa = A5;
                    else error = 1;
                end else begin
                    if (!p1 && !p2 && !A_01[4]) prox_etapa = A5;
                    else if (p1 && p2 && A_01[4]) prox_etapa = A5;
                    else error = 1;
                end
            end
        end
        A5: begin
            if (dec_count == 5 && !dado_in_serial) begin
                p1 = 0;
            end else if (dec_count == 5 && dado_in_serial) begin
                p1 = 1;
            end
            if (dec_count == 20 && dado_in_serial)
                p2 = 1;
            else if (dec_count == 20 && !dado_in_serial) 
                p2 = 0;        
            if (dec_fim_count) begin
                if (A_F[5]) begin
                    if (!p1 && p2) prox_etapa = A6;
                    else error = 1;
                end else begin
                    if (!p1 && !p2 && !A_01[5]) prox_etapa = A6;
                    else if (p1 && p2 && A_01[5]) prox_etapa = A6;
                    else error = 1;
                end
            end
        end
        A6: begin
            if (dec_count == 5 && !dado_in_serial) begin
                p1 = 0;
            end else if (dec_count == 5 && dado_in_serial) begin
                p1 = 1;
            end
            if (dec_count == 20 && dado_in_serial)
                p2 = 1;
            else if (dec_count == 20 && !dado_in_serial) 
                p2 = 0;        
            if (dec_fim_count) begin
                if (A_F[6]) begin
                    if (!p1 && p2) prox_etapa = A7;
                    else error = 1;
                end else begin
                    if (!p1 && !p2 && !A_01[6]) prox_etapa = A7;
                    else if (p1 && p2 && A_01[6]) prox_etapa = A7;
                    else error = 1;
                end
            end
        end
        A7: begin
            if (dec_count == 5 && !dado_in_serial) begin
                p1 = 0;
            end else if (dec_count == 5 && dado_in_serial) begin
                p1 = 1;
            end
            if (dec_count == 20 && dado_in_serial)
                p2 = 1;
            else if (dec_count == 20 && !dado_in_serial) 
                p2 = 0;        
            if (dec_fim_count) begin
                if (A_F[7]) begin
                    if (!p1 && p2) prox_etapa = D3;
                    else error = 1;
                end else begin
                    if (!p1 && !p2 && !A_01[7]) prox_etapa = D3;
                    else if (p1 && p2 && A_01[7]) prox_etapa = D3;
                    else error = 1;
                end
            end
        end
        D3: begin
            if (dec_count == 5) dado[3] = dado_in_serial;    
            if (dec_fim_count) prox_etapa = D2;
        end
        D2: begin
            if (dec_count == 5) dado[2] = dado_in_serial;
            if (dec_fim_count) prox_etapa = D1;
        end
        D1: begin
            if (dec_count == 5) dado[1] = dado_in_serial;
            if (dec_fim_count) prox_etapa = D0;
        end
        D0: begin
            if (dec_count == 5) dado[0] = dado_in_serial;
            if (dec_fim_count) prox_etapa = SYNC;
        end
        SYNC: begin
            dec_start_count_ff = 0;                          
            dec_start_sync_ff = 1;                           
            if (dec_count_sync == 17 && !dado_in_serial)     
            dv_ff = 1;                                       
            if (dec_fim_sync) prox_etapa = IDLE;             
        end
        default: prox_etapa = IDLE;
        endcase
    end
end
always_ff @(posedge clk_12kHz or posedge rst) begin
    if (rst) begin
        etapa_atual_ff <= IDLE;
        dado_in_ff <= 4'b0;
        dado_out_parallel <= 4'b0;
        dado_ff <= 4'b0;
        p1_ff <= 0;
        p2_ff <= 0;
    end else if (error) begin
        etapa_atual_ff <= IDLE;
        dado_in_ff <= 4'b0;
        dado_out_parallel <= 4'b0;
        dado_ff <= 4'b0;
        p1_ff <= 0;
        p2_ff <= 0;
    end else begin
        etapa_atual_ff <= prox_etapa;
        dado_in_ff <= dado_in_serial;
        dado_ff <= dado;
        p1_ff <= p1;
        p2_ff <= p2;
        dv = dv_ff;                          
        if (dv) dado_out_parallel <= dado;   
    end
end
assign dec_start_count = dec_start_count_ff;
assign dec_start_sync = dec_start_sync_ff;
assign error_flag = error;
endmodule
==> flow/run.sh <==
#!/bin/bash
# OpenROAD 26Q1-2900-gdf79404cd8, Yosys 0.63+post, stock flow scripts
make -C /OpenROAD-flow-scripts/flow DESIGN_CONFIG=/design/flow/config.mk WORK_HOME=/design/flow/orfs finish
==> flow/config.mk <==
export PLATFORM = sky130hd
export DESIGN_NAME = decodificador_pt2272
export DESIGN_NICKNAME = decodificador_pt2272
export VERILOG_FILES = /design/flow/design.v
export SDC_FILE = /design/flow/constraint.sdc
export NUM_CORES = 4
export LEC_CHECK = 1
export CORE_UTILIZATION = 50
==> flow/constraint.sdc <==
current_design decodificador_pt2272

set clk_period 1.6
set clk_io_pct 0.2

create_clock -name clk0 -period $clk_period [get_ports {clk}]

set non_clock_inputs [all_inputs -no_clocks]
set_input_delay [expr $clk_period * $clk_io_pct] -clock clk0 $non_clock_inputs
set_output_delay [expr $clk_period * $clk_io_pct] -clock clk0 [all_outputs]
==> impl_metrics.csv <==
group,metric,value,unit
logic_synthesis,synth.cell_area,0.00218,mm²
logic_synthesis,ys_types,48,
die,die_x,68.0,µm
power_and_ir_drop,pwr-share-seq,41.3,%
route,wirelength,3.72,mm
clock_tree,cts_resized,0,
place,port_buffers,7,
power_and_ir_drop,p_comb_share,11.4,%
logic_synthesis,synthesis.instances,201,
clock_tree,clockBufferDepth,2,
route,drtPass1Iterations,4,
worst_setup_path,crit_fanout,6,
place,dp.cells,252,
worst_setup_path,crit_family,"flip-flops",
die,rows,23,
clock_tree,tritoncts,"done",
worst_setup_path,crit_slowest_cell,"dfrtp_1",
power_and_ir_drop,powerDensity,211,mW/mm²
timing,rsz0062_at_grt,"no",
timing,clock.fmax,795,MHz
logic_synthesis,syn_area_per_cell,10.8,µm²
job,drv_cap,0,
route,drt_iter0_drc,85,
clock_tree,cts_root_buf,"clkbuf_8",
power_and_ir_drop,peakVddDrop,0.000203,V
clock_tree,ctsHoldBuffers,0,
route,routedWlPerCell,14.6,µm
power_and_ir_drop,total_leakage_power,0.00108,µW
logic_synthesis,area_leaders,"dfrtp_1 49%, ha_1 4.6%, a22o_1 3.6%, xor2_1 3.6%, nor2_1 3.1%",
timing,untimed_endpoints,43,
logic_synthesis,ff_type,"dfrtp_1",
die,pin_count,16,
logic_synthesis,top_area_cell,"dfrtp_1",
timing,unclocked_regs,37,
power_and_ir_drop,p_sw_share,22.9,%
logic_synthesis,edf_count,1,
final_layout,finalNonFillerCells,255,
final_layout,layout-drive-gt1-share,9.76,%
place,dp_hpwl,2.66,mm
final_layout,syn2layout_area_growth,7.07,%
logic_synthesis,ys_seq_share,52.0,%
route,vias,1416,
hold_path,hold_path.class,"in -> async",
logic_synthesis,yosys_warnings,6,
timing,tightest_slew,0.791,ns
clock_tree,clock_latency,0.23,ns
timing,hold_viol_final,0,
worst_setup_path,path_class,"reg -> reg",
job,warnings,37,
clock_tree,cts.htree.levels,1,
timing,min_period,1.26,ns
route,drcViolationCount,0,
route,wl_met2,1.67,mm
final_layout,finalCoreUtilization,57.0,%
logic_synthesis,yosys.area.top_type_share,49.5,%
clock_tree,path_clk_slew,0.04,ns
route,wl_met1,1.95,mm
timing,fin_skew,0.00331,ns
power_and_ir_drop,p_int,380,µW
timing,drv_slew,0,
die,die_area,0.00462,mm²
power_and_ir_drop,pwr-share-clk,47.3,%
worst_setup_path,crit_buf_inv,1,
global_route,grt_pass1_vias,1424,
die,fp_util,53.2,%
logic_synthesis,synth_flops,45,
route,vias_per_cell,5.55,
route,top_layer,"met3",
route,drt.antenna.violating_nets,0,
logic_synthesis,yosys_area,0.00218,mm²
place,place_area,0.00229,mm²
status,status,"finished, final reports clean",
die,fp.dieH,68.0,µm
timing,setup_viol,0,
route,diodes,0,
global_route,grt_usage,19.2,%
route,route.met3.wl,92,µm
global_route,grt_start_max_net_pins,42,
timing,finalCritPeriodShare,78.6,%
timing,relSlewSlack,47.1,%
logic_synthesis,synthArstFlopShare,97.8,%
clock_tree,post_cts.repair.setup_buffers,0,
global_route,antenna_found_initial,0,
worst_setup_path,crit_path_start_kind,"flip-flop",
clock_tree,cts-buffers-inserted,3,
worst_setup_path,slowest_delay,0.43,ns
timing,setup-tns-final,0,ns
worst_setup_path,cp_data_arrival_time,1.40,ns
die,core-area,0.00409,mm²
global_route,grt_overflow,0,
power_and_ir_drop,net-switching-power,113,µW
place,gp_congestion,0.835,
worst_setup_path,end_kind,"flip-flop",
logic_synthesis,ys_cells,201,
global_route,grt_pass1_wl,6.50,mm
worst_setup_path,worstPathCellList,"inv_1, ha_1, and3_1, xor2_1",
worst_setup_path,crit_required,1.74,ns
final_layout,fin_area,0.00233,mm²
timing,holdWs,0.392,ns
area by class of cell:
class                      instances  area, µm²
timing repair buffer              11        100
tap                               50       62.6
fill                             348       1760
clock buffer                       3       41.3
sequential                        45       1130
multi-input combinational        136        956
inverter                          10       37.5
cells in the mapped netlist (2+ instances only):
master	instances
nand2_1	16
a211oi_1	6
nand3_1	9
and4_1	2
dfrtp_1	43
nand4_1	2
nor3_1	7
o31ai_1	2
and3_2	2
and3_1	4
mux2i_1	5
a21oi_1	3
or4_2	2
a22o_1	9
xor2_1	9
xnor2_1	3
clkbuf_1	6
o21ai_0	8
ha_1	8
inv_1	10
nor2_1	18
worst paths after layout:
path                                     start             endpoint  slack (ns)  depth (start not counted)
hold reg to reg               clk12kHz.clk_out     clk12kHz.clk_out        0.47                          1
hold / removal                           reset  clk12kHz.counter[0]        0.39                          2
setup reg to reg           clk12kHz.counter[0]     clk12kHz.clk_out        0.34                          4
setup / recovery           clk12kHz.counter[0]     clk12kHz.clk_out        0.34                          4
max in group asynchronous                reset  clk12kHz.counter[3]        1.02                          2
min in group clk0             clk12kHz.clk_out     clk12kHz.clk_out        0.47                          1
logic make-up after synthesis:
group,after synthesis,share of synthesized area [%]
AND/OR/NAND/NOR,71,17.3
flip-flops,45,52.0
multiplexers,7,3.45
buffers and inverters,20,4.03
adder cells (fa/ha/maj),8,4.60
AND-OR/OR-AND,38,13.7
XOR/XNOR,12,4.83
metrics by stage:
| stage | power, µW | setup slack [ns] |
|---|---|---|
| after global routing | 524 | 0.288 |
| after floorplan | 245 | 0.157 |
| after global placement | 264 | 0.449 |
| after CTS | 501 | 0.364 |
| after detailed placement | 265 | 0.385 |
| final | 493 | 0.343 |
state kept, by name, summed over array words and instances (netlist names):
signal,cells
fsm_dec.dv,1
dec_127_counter.contagem_ff,7
dec_31_counter.contagem_ff,5
fsm_dec.etapa_atual_ff,14
fsm_dec.p1_ff,1
clk12kHz.clk_out,1
fsm_dec.dado_ff,4
fsm_dec.dado_out_parallel,4
fsm_dec.p2_ff,1
clk12kHz.counter,7
power by group through the flow:
stage	registers (µW)	clock network [µW]	logic [µW]
CTS	204	239	58.7
global route	203	256	65.0
finish	204	233	56.1
cells in the final DEF, fill, tap and decap left out, drive strengths merged, types with 2 or more instances in the layout:
cell type	n
ha	8
mux2i	6
a21oi	3
inv	9
nand3	9
nor3	7
clkbuf	3
nor2	19
a22o	9
xor2	9
buf	4
o22ai	2
a211oi	6
or4	2
and4	2
o21ai	8
o31ai	2
nand2	16
nand4	2
dfrtp	43
clkdlybuf4s50	7
and3	6
xnor2	3
routing by layer:
| layer | track usage [%] | vias up |
|---|---|---|
| met5 | 0 | - |
| met4 | 0.260 | 0 |
| met3 | 2.36 | 0 |
| met2 | 29.7 | 17 |
| met1 | 32.4 | 676 |
| li1 | - | 723 |
No activity file was given, so power comes from the tool's default toggle rates.
