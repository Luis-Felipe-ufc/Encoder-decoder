[design/flow/run.sh]
#!/bin/bash
# OpenROAD 26Q1-2900-gdf79404cd8, Yosys 0.63+post, stock flow scripts
make -C /OpenROAD-flow-scripts/flow DESIGN_CONFIG=/design/flow/config.mk WORK_HOME=/design/flow/orfs finish
[design/flow/config.mk]
export PLATFORM = sky130hd
export DESIGN_NAME = codificador_pt2262
export DESIGN_NICKNAME = codificador_pt2262
export VERILOG_FILES = /design/flow/design.v
export SDC_FILE = /design/flow/constraint.sdc
export NUM_CORES = 4
export LEC_CHECK = 1
export CORE_UTILIZATION = 40
[design/flow/constraint.sdc]
current_design codificador_pt2262

set clk_period 2.4
set clk_io_pct 0.2

create_clock -name clk0 -period $clk_period [get_ports {clk}]

set non_clock_inputs [all_inputs -no_clocks]
set_input_delay [expr $clk_period * $clk_io_pct] -clock clk0 $non_clock_inputs
set_output_delay [expr $clk_period * $clk_io_pct] -clock clk0 [all_outputs]
[design/flow/design.v]
`timescale 1ns/1ps
module codificador_pt2262 (
    input clk,       
    input reset,     
    input [7:0] A,   
    input [3:0] D,   
    output sync,     
    output cod_o     
);
wire clk_12kHz;
wire cod_start_count, cod_fim_count;
wire [4:0] cod_count;
wire cod_start_sync, cod_fim_sync;
wire [6:0] cod_count_sync;
wire [7:0] A_01, A_F;
freq_div clk12kHz (
    .clk_in(clk), 
    .rst(reset), 
    .clk_out(clk_12kHz)
);
counter_31 cod_31_counter (
    .clk(clk_12kHz), 
    .rst(reset), 
    .error_flag(0),
    .start(cod_start_count), 
    .count(cod_count), 
    .fim(cod_fim_count)
);
counter_127 cod_127_counter (
    .clk(clk_12kHz), 
    .rst(reset), 
    .error_flag(0),
    .start(cod_start_sync), 
    .count(cod_count_sync), 
    .fim(cod_fim_sync)
);
comp_endereco analog (
    .A(A), 
    .A_01(A_01), 
    .A_F(A_F)
);
fsm_cod fsm_cod (
    .clk_12kHz(clk_12kHz), 
    .rst(reset), 
    .A_01(A_01), 
    .A_F(A_F),
    .dado_in(D), 
    .dado_out(cod_o), 
    .count(cod_count), 
    .fim(cod_fim_count),
    .count_sync(cod_count_sync), 
    .fim_sync(cod_fim_sync), 
    .sync_flag(sync),
    .start_count(cod_start_count), 
    .start_sync(cod_start_sync)
);
endmodule
module comp_endereco(
input [7:0] A,          
output reg [7:0] A_01,  
output reg [7:0] A_F    
);
integer i;
always_comb begin
    for (i = 0; i < 8; i = i + 1) begin
        if (A[i] === 1'bz) begin
            A_01[i] = 1'bx;  
            A_F[i]  = 1'b1;  
        end else begin
            A_01[i] = A[i];  
            A_F[i]  = 1'b0;  
        end
    end
end
endmodule
`timescale 1ns/1ps
module counter_127 #(
    parameter val_max = 127,     
    parameter required_bits = $clog2(val_max + 1)  
) (
    input logic clk,                         
    input logic rst,                         
    input logic start,
    input logic error_flag,
    output logic [required_bits-1:0] count,  
    output logic fim                         
);
    logic [required_bits-1:0] contagem_ff;
    always_ff @(posedge clk or posedge rst) begin
        if (rst) begin
            contagem_ff <= 0;   
        end else begin
            if (contagem_ff == val_max) begin
                contagem_ff <= 0;   
            end else begin
                if (start)
                contagem_ff <= contagem_ff + 1;   
            end
            if (error_flag) contagem_ff <= 0;
        end
    end
    assign fim = (contagem_ff == val_max);   
    assign count = contagem_ff;   
endmodule
`timescale 1ns/1ps
module counter_31 #(
    parameter val_max = 31,     
    parameter required_bits = $clog2(val_max + 1)  
) (
    input logic clk,                         
    input logic rst,                         
    input logic start,
    input logic error_flag,
    output logic [required_bits-1:0] count,  
    output logic fim                         
);
    logic [required_bits-1:0] contagem_ff;
    always_ff @(posedge clk or posedge rst) begin
        if (rst) begin
            contagem_ff <= 0;   
        end else begin
            if (contagem_ff == val_max) begin
                contagem_ff <= 0;   
            end else begin
                if (start)
                contagem_ff <= contagem_ff + 1;   
            end
            if (error_flag) contagem_ff <= 0;
        end
    end
    assign fim = (contagem_ff == val_max);   
    assign count = contagem_ff;   
endmodule
`timescale 1ns/1ps
module freq_div #(
    parameter div_factor = 250       
) (
    input logic clk_in,              
    input logic rst,                 
    output logic clk_out             
);
    localparam int required_bits = $clog2(div_factor/2);
    logic [required_bits-1:0] counter;
    always_ff @(posedge clk_in or posedge rst) begin     
        if (rst) begin
            counter <= 0;                                
            clk_out <= 0;                                
        end else begin
            if (counter == (div_factor/2 - 1)) begin     
                counter <= 0;                            
                clk_out <= ~clk_out;                     
            end else begin
                counter <= counter + 1;                  
            end
        end
    end
endmodule
`timescale 1ns/1ps
module fsm_cod (
    input logic clk_12kHz,           
    input logic rst,                 
    input logic [7:0] A_01,          
    input logic [7:0] A_F,           
    input logic [3:0] dado_in,       
    input logic [4:0] count,         
    input logic fim,                 
    input logic [6:0] count_sync,    
    input logic fim_sync,            
    output logic dado_out,           
    output logic sync_flag,          
    output logic start_count,        
    output logic start_sync          
);
logic [3:0] prox_etapa;
logic ready;                         
typedef enum logic [3:0] {
  IDLE  = 4'd0, 
  A0    = 4'd1, 
  A1    = 4'd2, 
  A2    = 4'd3, 
  A3    = 4'd4, 
  A4    = 4'd5, 
  A5    = 4'd6, 
  A6    = 4'd7, 
  A7    = 4'd8, 
  D3    = 4'd9, 
  D2    = 4'd10, 
  D1    = 4'd11, 
  D0    = 4'd12, 
  SYNC  = 4'd13
} state_t;
state_t etapa_atual_ff;
logic [3:0] dado_in_ff;
logic start_count_ff, start_sync_ff;
always_ff @(posedge clk_12kHz or posedge rst) begin
    if (rst) begin                                   
        ready <= 1;
    end else if (etapa_atual_ff == SYNC) begin
        ready <= 1;                                  
    end else if (etapa_atual_ff == A0) begin
        ready <= 0;                                  
    end
end
always_comb begin : maquina_estados
    dado_out = 1;                                    
    prox_etapa = etapa_atual_ff;                     
    start_count_ff = 1;                              
    start_sync_ff = 0;                               
    sync_flag = 0;                                   
    if (rst) begin
        dado_out = 0;
        prox_etapa = IDLE;                           
    end else begin
        case (etapa_atual_ff)
        IDLE: begin
            dado_out = 0;
            start_count_ff = 0;
            if (ready) prox_etapa = A0;      
        end
        A0: begin
            if (A_F[0])  
                if ((count >= 4 && count <= 15) || count >= 28) dado_out = 0;
                else dado_out = 1;
            else begin
                if (!A_01[0] && ((count >= 4 && count <= 15) || count >= 20)) dado_out = 0;
                if (A_01[0] && ((count >= 12 && count <= 15) || count >= 28)) dado_out = 0;
            end
            if (fim) prox_etapa = A1;
        end
        A1: begin
            if (A_F[1])  
                if ((count >= 4 && count <= 15) || count >= 28) dado_out = 0;
                else dado_out = 1;
            else begin
                if (!A_01[1] && ((count >= 4 && count <= 15) || count >= 20)) dado_out = 0;
                if (A_01[1] && ((count >= 12 && count <= 15) || count >= 28)) dado_out = 0;
            end
            if (fim) prox_etapa = A2;
        end
        A2: begin
            if (A_F[2])  
                if ((count >= 4 && count <= 15) || count >= 28) dado_out = 0;
                else dado_out = 1;
            else begin
                if (!A_01[2] && ((count >= 4 && count <= 15) || count >= 20)) dado_out = 0;
                if (A_01[2] && ((count >= 12 && count <= 15) || count >= 28)) dado_out = 0;
            end
            if (fim) prox_etapa = A3;
        end
        A3: begin
            if (A_F[3])  
                if ((count >= 4 && count <= 15) || count >= 28) dado_out = 0;
                else dado_out = 1;
            else begin
                if (!A_01[3] && ((count >= 4 && count <= 15) || count >= 20)) dado_out = 0;
                if (A_01[3] && ((count >= 12 && count <= 15) || count >= 28)) dado_out = 0;
            end
            if (fim) prox_etapa = A4;
        end
        A4: begin
            if (A_F[4])  
                if ((count >= 4 && count <= 15) || count >= 28) dado_out = 0;
                else dado_out = 1;
            else begin
                if (!A_01[4] && ((count >= 4 && count <= 15) || count >= 20)) dado_out = 0;
                if (A_01[4] && ((count >= 12 && count <= 15) || count >= 28)) dado_out = 0;
            end
            if (fim) prox_etapa = A5;
        end
        A5: begin
            if (A_F[5])  
                if ((count >= 4 && count <= 15) || count >= 28) dado_out = 0;
                else dado_out = 1;
            else begin
                if (!A_01[5] && ((count >= 4 && count <= 15) || count >= 20)) dado_out = 0;
                if (A_01[5] && ((count >= 12 && count <= 15) || count >= 28)) dado_out = 0;
            end
            if (fim) prox_etapa = A6;
        end
        A6: begin
            if (A_F[6])  
                if ((count >= 4 && count <= 15) || count >= 28) dado_out = 0;
                else dado_out = 1;
            else begin
                if (!A_01[6] && ((count >= 4 && count <= 15) || count >= 20)) dado_out = 0;
                if (A_01[6] && ((count >= 12 && count <= 15) || count >= 28)) dado_out = 0;
            end
            if (fim) prox_etapa = A7;
        end
        A7: begin
            if (A_F[7])  
                if ((count >= 4 && count <= 15) || count >= 28) dado_out = 0;
                else dado_out = 1;
            else begin
                if (!A_01[7] && ((count >= 4 && count <= 15) || count >= 20)) dado_out = 0;
                if (A_01[7] && ((count >= 12 && count <= 15) || count >= 28)) dado_out = 0;
            end
            if (fim) prox_etapa = D3;
        end
        D3: begin
            if (!dado_in_ff[3] && ((count >= 4 && count <= 15) || count >= 20)) dado_out = 0;
            if (dado_in_ff[3] && ((count >= 12 && count <= 15) || count >= 28)) dado_out = 0;
            if (fim) prox_etapa = D2;
        end
        D2: begin
            if (!dado_in_ff[2] && ((count >= 4 && count <= 15) || count >= 20)) dado_out = 0;
            if (dado_in_ff[2] && ((count >= 12 && count <= 15) || count >= 28)) dado_out = 0;
            if (fim) prox_etapa = D1;
        end
        D1: begin
            if (!dado_in_ff[1] && ((count >= 4 && count <= 15) || count >= 20)) dado_out = 0;
            if (dado_in_ff[1] && ((count >= 12 && count <= 15) || count >= 28)) dado_out = 0;
            if (fim) prox_etapa = D0;
        end
        D0: begin
            if (!dado_in_ff[0] && ((count >= 4 && count <= 15) || count >= 20)) dado_out = 0;
            if (dado_in_ff[0] && ((count >= 12 && count <= 15) || count >= 28)) dado_out = 0;
            if (fim) prox_etapa = SYNC;
        end
        SYNC: begin
            sync_flag = 1;                       
            start_count_ff = 0;                  
            start_sync_ff = 1;                   
            if (count_sync >= 4) dado_out = 0;   
            if (fim_sync) prox_etapa = IDLE;     
        end
        default: begin
            dado_out = 0;
            prox_etapa = IDLE;
        end
        endcase
    end
end
always_ff @(posedge clk_12kHz or posedge rst) begin
    if (rst) begin
        etapa_atual_ff <= IDLE;
        dado_in_ff <= 4'b0;
    end else begin
        etapa_atual_ff <= prox_etapa;
        if (ready) dado_in_ff <= dado_in;    
    end
end
assign start_count = start_count_ff;
assign start_sync = start_sync_ff;
endmodule
==> impl_report.txt <==
==== FLOW RESULTS ====
----------------------------------------------------
[Status]
  Status ........................ finished clean

[Critical path]
  Family of cells with the greatest summed delay on the critical path ........................ buffers and inverters
  Worst endpoint required time ........................ 1.92 ns
  Classification of the worst setup path ........................ primary input to primary output
  Critical path's slowest cell ........................ sky130_fd_sc_hd__clkdlybuf4s50_1
  Longest individual stage delay on the worst path ........................ 0.50 ns
  Crit path capture type ........................ primary output
  Critical path cell sequence ........................ clkdlybuf4s50_1 > a31oi_1 > clkdlybuf4s50_1
  Worst r2r dst ........................ clk12kHz.clk_out
  CP most frequent cell ........................ sky130_fd_sc_hd__clkdlybuf4s50_1
  Number of buffer and inverter stages on the critical path ........................ 2
  Slack of the worst reg-to-reg path ........................ 1.16 ns
  Highest fanout seen on the critical path ........................ 3
  Count of cells along the worst register-to-register path ........................ 4
  Critical Path Start ........................ reset
  R2R Path Start ........................ clk12kHz.counter[0]
  Data arrival time of the critical path ........................ 1.66 ns
  Kind of start point of the critical path ........................ primary input

[Detailed routing]
  Number of design rule violations left after detail routing ........................ 0
  Routed Antenna Nets ........................ 0
  Ant diodes ........................ 0
  Final wirelength ........................ 3250 um
  Initial DRC count ........................ 67
  Via-to-Cell Ratio ........................ 5.37
  Detail-routed net length per standard cell ........................ 13.4 um
  Drt first pass iters ........................ 4
  Number of vias after detailed routing ........................ 1306

[Synthesis]
  Dominant kind of combinational cell ........................ simple AND/OR/NAND/NOR gates
  Synth Seq Share ........................ 0.503
  Library cell occupying the most area in the post-synthesis netlist ........................ sky130_fd_sc_hd__dfrtp_1
  Complex Gates by Area ........................ 0.0983
  Fraction of synthesized cell area taken by the top area cell type ........................ 0.476
  Yosys Instances ........................ 183
  Synthesized-area fraction occupied by xor and xnor cells ........................ 0.0585
  Library cells used by synthesis ........................ 38
  Mean cell area of the mapped netlist ........................ 10.6 um^2
  Count of mapped cells out of synthesis ........................ 183
  Synth Area in Simple Gates ........................ 0.156
  Number of synthesized register bits ........................ 39
  Summed standard-cell area reported by yosys ........................ 1950 um^2
  Adder Area Share ........................ 0.0514
  Number of enable flip-flop cells ........................ 0
  Proportion of register bits with asynchronous set or reset after synthesis ........................ 1.00
  Top flip-flop cell by instance count after synthesis ........................ sky130_fd_sc_hd__dfrtp_1
  MUX share of area ........................ 0.0906
  Ranking of synthesized cells by area ........................ sky130_fd_sc_hd__dfrtp_1, sky130_fd_sc_hd__mux2i_1, sky130_fd_sc_hd__ha_1, sky130_fd_sc_hd__xor2_1, sky130_fd_sc_hd__nor2_1
  Summed instance area of the synthesized netlist ........................ 1950 um^2
  Number of warnings printed during yosys synthesis ........................ 8

[STA]
  Layout Skew ........................ 0.00637 ns
  Highest Clock Rate ........................ 468 MHz
  Number of register pins that no clock reaches ........................ 31
  Count of endpoints without a timing constraint ........................ 31
  Share of the clock period used by the worst path after layout ........................ 0.890
  Total of endpoints with negative setup slack in the final report ........................ 0
  Number of endpoints with negative hold slack in the final report ........................ 0
  Worst Tran Pin Value ........................ 0.501 ns
  Unrepaired setup endpoints after global routing ........................ false
  Tightest slew margin relative to the limit ........................ 0.663
  Final WS setup ........................ 0.265 ns
  Number of max-slew violations in the final report ........................ 0
  TNS Setup ........................ 0 ns
  Min Clock Period, post-route ........................ 2.14 ns

[Layout]
  Number of fillers in the final layout ........................ 433
  Area Overhead vs Synth ........................ 8.61%
  Most common logic cell in the routed design ........................ sky130_fd_sc_hd__dfrtp_1
  Number of standard cells in the layout, taps in and fillers out ........................ 243
  Commonest cells after routing, fill and taps aside ........................ sky130_fd_sc_hd__dfrtp_1, sky130_fd_sc_hd__nor2_1, sky130_fd_sc_hd__mux2i_1
  Area of all placed cells without fillers ........................ 2110 um^2
  Layout cells sized above 1 ........................ 0.0952

[Global routing]
  Remaining global-route overflow ........................ 0
  Number of antenna violations at the first check in global routing ........................ 0
  First-pass GRT wire length ........................ 5570 um
  Via count of the first global-routing pass ........................ 1241
  Global router's overall resource usage ........................ 0.136
  Maximum number of pins on one net before global-route repair ........................ 32

[Place]
  Half-perimeter wire length after placement ........................ 2370 um
  Pre-CTS setup slack ........................ 0.261 ns
  Area after detailed placement ........................ 2070 um^2
  Placer congestion estimate ........................ 0.917
  Number of cells in the design after placement ........................ 240
  Number of buffer cells added on primary ports ........................ 7

[Min path]
  Worst-case hold path end point ........................ clk12kHz.clk_out
  Path type of the worst min-delay path ........................ flip-flop to flip-flop
  Min-Delay Path Depth ........................ 1
  Start point of the worst hold path ........................ clk12kHz.clk_out

[Floorplanning]
  Row cnt ........................ 25
  Horiz. Die Dim ........................ 71.8 um
  Count of pins on the block boundary ........................ 16
  Floorplan die area ........................ 5150 um^2
  Height of the die ........................ 71.8 um
  Placeable core region ........................ 4690 um^2
  Init Core Util ........................ 0.415

[CTS]
  Clock-pin slew of the registers on the worst-case setup and hold paths ........................ 0.04 ns
  Post-CTS Hold Buffers ........................ 0
  Clock Root Buffer ........................ sky130_fd_sc_hd__clkbuf_8
  Count of H-tree levels built during CTS ........................ 1
  Max Buffers Root-to-Sink ........................ 2
  Skew-Pair Late Insertion Delay ........................ 0.23 ns
  Number of cells upsized or downsized after cts ........................ 0
  Post-CTS setup-driven buffer insertion count ........................ 0
  TritonCTS clock tree ........................ yes
  Number of buffers added by the clock tree synthesis step ........................ 3

[Pwr]
  P per Cell Area ........................ 154 nW/um^2
  Tot Pwr ........................ 325 uW
  Static leakage ........................ 0.000929 uW
  Worst IR drop on VDD ........................ 0.380 mV

[Job]
  Number of logged tool warnings ........................ 39
  Number of violations of the max-capacitance limit ........................ 0

----------------------------------------------------
## worst reg2reg max path, cell delays in order, from the launching register on
cell	delay, ns
sky130_fd_sc_hd__dfrtp_1	0.42
sky130_fd_sc_hd__inv_1	0.07
sky130_fd_sc_hd__ha_1	0.20
sky130_fd_sc_hd__and3_1	0.25
sky130_fd_sc_hd__xor2_1	0.17
## final cells by class
| cell class | count | area, um^2 | share of cell area |
|---|---|---|---|
| Clock buffer | 3 | 41.3 | 0.0195 |
| Multi-Input combinational cell | 126 | 886 | 0.419 |
| Tap cell | 54 | 67.6 | 0.0320 |
| Sequential cell | 39 | 978 | 0.463 |
| Inverter | 9 | 33.8 | 0.0160 |
| Timing Repair Buffer | 12 | 108 | 0.0509 |
## per-layer routing
metal	track usage	wire (um)	up-vias
li1	-	-	643
met4	0.00871	0	0
met1	0.218	1720	648
met5	0	0	-
met2	0.218	1460	15
met3	0.0143	75	0
## worst max path at each step
| stage | depth (start not counted) | to | slack (ns) |
|---|---|---|---|
| finish | 3 | cod_o | 0.26 |
| global route | 3 | cod_o | 0.25 |
| CTS | 3 | cod_o | 0.26 |
## where the power goes
| part | switching [uW] | internal [uW] |
|---|---|---|
| combinational | 20.2 | 11.8 |
| sequential | 0 | 136 |
| clock | 48.8 | 108 |
| total | 69.1 | 256 |
## state kept, by name, summed over array words and instances, names as in the netlist
register / flops
clk12kHz.counter: 7
fsm_cod.dado_in_ff: 4
cod_127_counter.contagem_ff: 7
fsm_cod.etapa_atual_ff: 14
cod_31_counter.contagem_ff: 5
fsm_cod.ready: 1
clk12kHz.clk_out: 1
## synthesized netlist by cell type, drive strengths merged, types with 2 or more instances
master,count
o31ai,3
inv,9
dfrtp,37
buf,8
and3,6
nand4,3
nand2,9
xnor2,2
dfstp,2
a31oi,2
nand3,4
nor3,3
xor2,11
o21ai,7
mux2i,12
a22oi,2
mux2,5
a21oi,6
nand2b,4
nor4,2
and4,2
ha,8
nor2,25
## stage by stage
step | hold slack, ns | utilization
floorplan | 0.449 | -
global placement | 0.458 | 0.442
detailed placement | 0.459 | 0.442
CTS | 0.468 | 0.451
global route | 0.498 | 0.451
finish | 0.465 | 0.451
## logic make-up (layout without fill, tap and decap cells)
kind of cell             Yosys count  after routing
adder cells (fa/ha/maj)            8              8
XOR/XNOR                          13             13
AND/OR/NAND/NOR                   61             61
buffers and inverters             18             24
multiplexers                      17             17
flip-flops                        39             39
AND-OR/OR-AND                     27             27
Power is estimated from default activity; no workload was simulated.
